==> design.v <==
`timescale 1ns / 1ps
module signext(
    input logic [31:0] a,
    output logic [63:0] y
    );
    always_comb 
        casez(a[31:21])
            11'b11111000010, 11'b11111000000: y = {{55{a[20]}}, a[20:12]};
            11'b10110100???: y = {{45{a[23]}}, a[23:5]};
            default: y = 64'b0;
        endcase
endmodule
==> run.sh <==
#!/bin/bash
# OpenROAD 26Q1-2900-gdf79404cd8, Yosys 0.63+post, stock flow scripts
make -C /OpenROAD-flow-scripts/flow DESIGN_CONFIG=/design/flow/config.mk WORK_HOME=/design/flow/orfs finish
==> config.mk <==
export PLATFORM = sky130hd
export DESIGN_NAME = signext
export DESIGN_NICKNAME = signext
export VERILOG_FILES = /design/flow/design.v
export SDC_FILE = /design/flow/constraint.sdc
export NUM_CORES = 4
export LEC_CHECK = 1
export CORE_AREA = 10 10 70 70
export DIE_AREA = 0 0 80 80
==> constraint.sdc <==
current_design signext

set clk_period 4.3
set clk_io_pct 0.2

create_clock -name clk0 -period $clk_period

set non_clock_inputs [all_inputs -no_clocks]
set_input_delay [expr $clk_period * $clk_io_pct] -clock clk0 $non_clock_inputs
set_output_delay [expr $clk_period * $clk_io_pct] -clock clk0 [all_outputs]
==> impl_metrics.ini <==
; yosys + openroad results
[status]
outcome = complete, no violations

[setup_path]
worstPathArrival_ns = 2.95
cp-end-kind = output port
crit_end = y[42]
cp.required_ns = 3.44
cp-startpoint = a[21]
setup.worst_path.start_class = input port
crit_type = input port to output port
cp_max_fo = 46

[global_routing]
antenna_found_initial = 0
grt-ovfl-total = 0
grt_max_degree = 47
grt_pass1_wl_mm = 3.926
grt_usage = 0.07342
grt_pass1_vias = 685

[final_layout]
flop-count = 0
stdcell_count = 185
n_clock_buffer = 0
fin_util = 0.3747
drive_above_1_share = 0.06475
mostFrequentLayoutCells = 91 x clkdlybuf4s50_1, 10 x nand2_1, 10 x a21oi_1
lay_top_count = clkdlybuf4s50_1
syn2layout_area_growth_pct = 106.3
final-seq-area_um2 = 0

[route]
top_layer_used = met3
detail_route.iter0.violations = 28
wl_met3_um = 376
dr.pass1.iters = 4
vias = 697
met1_length_mm = 1.040
met2_length_mm = 1.306
drc = 0
wl_per_cell_um = 14.71
vias_per_cell = 3.768
ant_nets = 0
wl_mm = 2.722
n_antenna_cell = 0

[sta]
fin_crit_ns = 3.811
finalClockPeriodUsage = 0.8862
tightestPinTransition_ns = 0.3595
tns_ns = 0
slew_violations = 0
setup_viol = 0
hold_viol = 0
fmax_mhz = 262.4
rsz0062_at_grt = false
whs_ns = 2.628
slew_headroom = 0.7603

[logic_synthesis]
ys_chip_area_um2 = 620.6
avgSynthCellArea_um2 = 6.820
ys_cells = 91
syn_area_um2 = 620.6
syn_inst = 91
ys_seq_frac = 0
yosysWarnings = 1
netlist-cell-type-count = 13

[run]
drv_cap = 0
warnings = 37

[floorplan]
die_y_um = 80
io_pins = 96
row_count = 21
die-width_um = 80
fp_util = 0.1817
die_area_mm2 = 0.006400
core_area_mm2 = 0.003416

[placement]
port-buffer-count = 91
gp_congestion = 0.6862
place_hpwl_mm = 2.259
dp_cells = 185

[pwr]
ir_worst_vdd_uv = 16.59
leakagePower_uw = 0.0003870
powerDensity_mw_per_mm2 = 33.82

[cts]
ctsResizeCount = 0
cts_hold_buf = 0
cts_setup_buffers = 0

[worst_hold_path]
hold_path_class = input port to output port
[critical path: stages]
cell and delay (ns):
clkdlybuf4s50_1 0.46, nor4b_4 0.38, nand3_4 0.19, a21oi_2 0.15, buf_4 0.34, clkdlybuf4s50_1 0.55
[routing by layer]
metal	track usage	up-vias
met5	0	-
met2	0.1252	40
met4	0	0
met3	0.02955	0
li1	-	364
met1	0.08965	293
[area by class of cell]
type                       instances  area [um2]
multi-input combinational         43       274.0
tap                               46       57.56
fill                             369        2136
timing repair buffer              96       948.4
[worst min-delay path by stage]
stage	depth (start not counted)	end	slack (ns)	from
CTS	4	y[17]	2.64	a[22]
global route	4	y[17]	2.70	a[22]
finish	4	y[17]	2.63	a[22]
[power breakdown]
part           internal (uW)  switching (uW)  total [uW]
clock                      0               0           0
sequential                 0               0           0
combinational           29.2            14.1        43.3
total                   29.2            14.1        43.3
[through the flow]
stage	power (uW)	cell area (um2)	setup slack, ns
final	43.28	1280	0.4894
after global routing	47.04	1280	0.3409
after CTS	43.75	1280	0.4579
after detailed placement	43.42	1280	0.4664
after global placement	42.95	1280	0.5167
after floorplan	11.15	624.3	0.6250
[kinds of logic after synthesis]
kind of cell / after synthesis / synth area share
buffers and inverters: 48 / 0.5645
and+or+nand+nor: 24 / 0.2339
AOI/OAI and AO/OA: 19 / 0.2016
[Yosys cell counts]
cell | n | area share
nand2_1 | 10 | 0.060
nor3b_1 | 1 | 0.012
clkbuf_1 | 1 | 0.0060
nor4b_4 | 1 | 0.038
nand4_1 | 1 | 0.010
nor3b_4 | 1 | 0.030
buf_2 | 1 | 0.0081
nor2_1 | 9 | 0.054
nand3_4 | 1 | 0.028
a21oi_1 | 11 | 0.089
a32oi_1 | 8 | 0.11
buf_4 | 45 | 0.54
buf_1 | 1 | 0.0060
Power figures rest on the tool's default switching activity, not on a simulated workload.
