==> design.v <==
`timescale 1ns / 1ps
module alu(
    input logic [63:0] a,
    input logic [63:0] b,
    input logic [3:0] ALUControl,
    output logic[63:0] result,
    output logic zero
    );
    always_comb begin
        casez(ALUControl[3:0])
            4'b0000: result = a & b;
            4'b0001: result = a | b;
            4'b0010: result = a + b;
            4'b0110: result = a - b;
            4'b0111: result = b;
            default: result = 64'b0;
        endcase
        if(!result) zero <= 1;
        else zero <= 0; 
     end
endmodule
`timescale 1ns / 1ps
module execute(
    input logic AluSrc,
    input logic [3:0] AluControl,
    input logic [63:0] PC_E,
    input logic [63:0] signlmm_E,
    input logic [63:0] readData1_E,
    input logic [63:0] readData2_E,
    output logic [63:0] PCBranch_E,
    output logic [63:0] aluResult_E,
    output logic [63:0] writeData_E,
    output logic zero_E
    );
    logic [63:0] muxout;
    logic [63:0] sl2out;
    mux2 mux(readData2_E, signlmm_E, AluSrc, muxout);
    alu alu_main(readData1_E, muxout, AluControl, aluResult_E, zero_E);
    sl2 shift2(signlmm_E, sl2out);
    alu adder(PC_E, sl2out, 4'b0010, PCBranch_E);
    assign writeData_E = readData2_E;
endmodule
`timescale 1ns / 1ps
module mux2(
    input [63:0] e1,
    input [63:0] e2,
    input set,
    output [63:0] q
    );
    assign q = set ? e2 : e1;
endmodule
`timescale 1ns / 1ps
module sl2(
    input [63:0] e,
    output [63:0] s
    );
   assign s = e * 4;
endmodule
==> run.sh <==
#!/bin/bash
# OpenROAD 26Q1-2900-gdf79404cd8, Yosys 0.63+post, stock flow scripts
make -C /OpenROAD-flow-scripts/flow DESIGN_CONFIG=/design/flow/config.mk WORK_HOME=/design/flow/orfs finish
==> config.mk <==
export PLATFORM = sky130hd
export DESIGN_NAME = execute
export DESIGN_NICKNAME = execute
export VERILOG_FILES = /design/flow/design.v
export SDC_FILE = /design/flow/constraint.sdc
export NUM_CORES = 4
export LEC_CHECK = 1
export CORE_AREA = 10 10 219 219
export DIE_AREA = 0 0 229 229
==> constraint.sdc <==
current_design execute

set clk_period 46.7
set clk_io_pct 0.2

create_clock -name clk0 -period $clk_period

set non_clock_inputs [all_inputs -no_clocks]
set_input_delay [expr $clk_period * $clk_io_pct] -clock clk0 $non_clock_inputs
set_output_delay [expr $clk_period * $clk_io_pct] -clock clk0 [all_outputs]
==> out/metrics.cfg <==
[outcome]
status = finished clean

[worst_setup_path]
startpoint = AluSrc
path_max_fanout = 59
slowest_delay_ns = 0.72
cp.depth = 24
cp_num_buf_inv = 4
path_delay_family = simple AND/OR/NAND/NOR gates
endpoint_kind = output port
crit_path_top_delay_cell = buf_4
critical_path_required_ns = 37.36
arrival_ns = 17.22
critPathKind = in2out
worst_setup_path_start_kind = input pin
crit_chain = buf_4 > buf_4 > mux2_2 > o21bai_1 > nand4b_1 > nand4bb_1 > inv_1 > nand2_1 > o31ai_1 > xnor2_1 > ha_1 > nand2_1 > nor3_1 > nand4_1 > a211oi_1 > or4_1 > a31oi_4 > xnor2_1 > a2111o_1 > or4_1 > nor4_1 > nand4_1 > nor4b_2 > clkdlybuf4s50_1
crit_end = zero_E

[placed_design]
pre_cts_ws_ns = 20.27
gp_congestion = 1.04
io_buffers = 450
dp.final_hpwl_mm = 62.0

[sta]
period_used_share = 0.569
finalSetupTns_ns = 0
setup_violations = 0
worstMarginPinSlew_ns = 0.859
setup_ws_ns = 20.14
rsz0062_at_grt = false
fin_crit_ns = 26.56
hold_viol = 0
fmax_mhz = 37.7
max_slew_margin = 0.411
drv_slew = 0

[yosys]
netlist_instances = 1794
synth_cell_types = 85
ys_cells = 1794
synth_area_per_cell_sq_um = 6.64
synth_area_sq_um = 11900
yosys-stat-area_sq_um = 11900
ys_warn_count = 1
synth_seq_share = 0

[global_route]
overflow = 0
antenna_found_initial = 5
grt_max_degree = 60
grt_pass1_vias = 14500
grt_pass1_wl_mm = 102
grt_util_all_layers = 0.258

[final_layout]
mostFrequentLayoutCell = clkdlybuf4s50_1
syn_to_final_growth_pct = 38.0
seq_cells = 0
layout_top_cells = clkdlybuf4s50_1, a21oi_1, nand2_1
flop_area_sq_um = 0
drive_gt1_frac = 0.0383
clock_buffers = 0

[routing]
via_per_inst = 5.65
routed_wl_mm = 71.0
drt_iter0_drc = 1350
antenna_left = 0
drc = 0
wire_per_inst_microns = 26.2
vias = 15300
drt-pass1-iter-count = 5

[pwr]
power_density_nw_per_um2 = 16.4
leakagePower_nw = 6.41
irDropWorstVdd_mv = 0.00459

[clock_network]
post_cts_resized = 0
cts_setup_buffers = 0
ctsHoldBuffers = 0

[floorplan]
fp-utilization = 0.276
fp.dieH_microns = 229
ios = 454
rows = 76
die_width_microns = 229
core-area_sq_um = 43200
dieArea_sq_um = 52400

[flow_run]
max-cap-violations = 0
warnings = 34

[min_path]
holdCritPathClass = in2out

## how the worst min path moves through the flow
stage           start       endpoint  slack, ns  cells after the start
global route  PC_E[0]  PCBranch_E[0]      18.68                      0
CTS           PC_E[0]  PCBranch_E[0]      18.68                      0
finish        PC_E[0]  PCBranch_E[0]      18.68                      0
## stage by stage
stage / hold WS (ns) / std cells / util / power (W) / area [sq um]
6_report: 18.68 / 2706 / 0.381 / 0.000270 / 16500
5_1_grt: 18.68 / 2706 / 0.381 / 0.000290 / 16500
4_1_cts: 18.68 / 2701 / 0.381 / 0.000266 / 16400
3_5_place_dp: 18.68 / 2701 / 0.381 / 0.000264 / 16400
3_3_place_gp: 18.68 / 2701 / 0.381 / 0.000268 / 16400
2_1_floorplan: 18.75 / 1794 / - / 0.000144 / 11900
## layout make-up
| cell class | count | area (sq um) |
|---|---|---|
| well taps | 585 | 732 |
| multi-input cells | 1601 | 10900 |
| diodes | 5 | 12.5 |
| fillers | 4562 | 26700 |
| repair buffers | 470 | 4650 |
| inverters | 45 | 169 |
## power by group
part / total (W) / switching [W] / internal (W) / leakage, nW
Sequential: 0 / 0 / 0 / 0
Combinational: 0.000270 / 0.000146 / 0.000124 / 6.41
Clock: 0.0000000000145 / 0 / 0.0000000000144 / 0.0000317
## per-layer routing
metal  track usage  up-vias  share of wire
met4        0.0339        0          0.012
met2         0.385      727           0.44
li1              -     7331              -
met3        0.0716       39          0.096
met5             0        -              0
met1         0.372     7188           0.46
## synth_stat cells, drive strengths merged (26+ instances only)
cell type	number	area (sq um)
a21o	52	393
a21oi	203	1050
a31oi	26	178
buf	85	631
clkbuf	63	236
ha	127	1590
inv	45	169
mux2i	46	460
nand2	161	604
nand3	51	255
nand4	29	188
nor2	133	504
nor3	51	267
o21ai	170	858
xnor2	108	946
xor2	67	587
## cell families after synthesis
| group | count (synthesis) | synth area share |
|---|---|---|
| XOR/XNOR | 175 | 0.129 |
| AND-OR/OR-AND | 663 | 0.350 |
| adder cells (fa/ha/maj) | 132 | 0.139 |
| AND/OR/NAND/NOR | 560 | 0.233 |
| multiplexers | 71 | 0.0622 |
| buffers and inverters | 193 | 0.0869 |
No activity file was given, so power comes from the tool's default toggle rates.
